**config.mk**
```make
export PLATFORM = sky130hd
export DESIGN_NAME = lab1_spart
export DESIGN_NICKNAME = lab1_spart
export VERILOG_FILES = /design/flow/design.v
export SDC_FILE = /design/flow/constraint.sdc
export NUM_CORES = 4
export LEC_CHECK = 1
export CORE_UTILIZATION = 30
```
**constraint.sdc**
```tcl
current_design lab1_spart

set clk_period 4.7
set clk_io_pct 0.2

create_clock -name clk0 -period $clk_period [get_ports {CLOCK_50}]

set non_clock_inputs [all_inputs -no_clocks]
set_input_delay [expr $clk_period * $clk_io_pct] -clock clk0 $non_clock_inputs
set_output_delay [expr $clk_period * $clk_io_pct] -clock clk0 [all_outputs]
```
**design.v**
```verilog
module baud_rate_generator(  
    input clk,
    input rst,
    input iocs,
    input [1:0] ioaddr,
    input [7:0] rate_tx_data,
    output reg enable
);
reg [15:0] division_buffer;
reg [15:0] baud_rate_counter;
always @(posedge clk) begin
    if (iocs) begin
        if (rst) begin   
            division_buffer <= 1;
            baud_rate_counter <= 1;
        end 
        else if (ioaddr == 2'b11 && division_buffer[15:8] != rate_tx_data) begin
            division_buffer[15:8] <= rate_tx_data;  
            baud_rate_counter <= {rate_tx_data, division_buffer[7:0]} - 1;
        end 
        else if (ioaddr == 2'b10 && division_buffer[7:0] != rate_tx_data) begin
            division_buffer[7:0] <= rate_tx_data;  
            baud_rate_counter <= {division_buffer[15:8], rate_tx_data} - 1;
        end 
        else if (baud_rate_counter == 0) begin   
            baud_rate_counter <= division_buffer;
        end 
        else begin   
            baud_rate_counter <= baud_rate_counter - 1;
        end
    end
end
always @(posedge clk) begin
    if (iocs) begin   
        if (baud_rate_counter == 0) begin
            enable <= 1;   
        end 
        else begin
            enable <= 0;
        end
    end
end
endmodule
module bus_interface(
    input iocs,
    input iorw,
    input rda,
    input tbr,
    input [1:0] ioaddr,
    inout [7:0] databus,
    output reg [7:0] rate_tx_data,
    input [7:0] data_received
);
always @(*) begin
    rate_tx_data <= databus;
end
wire [7:0] databus_out;
assign databus_out = (ioaddr[0]) ? {6'b000000, tbr, rda} : data_received;   
assign databus = (!iorw || ioaddr[1]) ? 8'hzz : databus_out;   
endmodule
module driver(
    input clk,
    input rst,
    input [1:0] br_cfg,
    output iocs,
    output iorw,
    input rda,
    input tbr,
    output reg [1:0] ioaddr,
    inout [7:0] databus
);
    assign iocs = 1;
    reg iorw_reg;
    assign iorw = iorw_reg;  
    reg [7:0] inout_data;
    reg [7:0] held_data;
    reg update_baud, start_sending_baud_hi, start_sending_baud_lo,
        start_receiving, start_transmitting, receiving, transmitting;
    reg [2:0] old_br_cfg;
    localparam BAUD_4800  = 16'h028b;  
    localparam BAUD_9600  = 16'h0146;  
    localparam BAUD_19200 = 16'h00a8;  
    localparam BAUD_38400 = 16'h0052;  
    reg [15:0] new_baud;
    localparam IDLE   = 3'b000,
               BAUDHI = 3'b001,
               BAUDLO = 3'b010,
               RECV   = 3'b011,
               TRANS  = 3'b100;
    reg [2:0] state, nxt_state;
    always @(posedge clk) begin
        if (rst) begin
            state       <= IDLE;
            old_br_cfg  <= 3'b100;
        end else begin
            if (update_baud) begin
                old_br_cfg <= {1'b0, br_cfg};
                case (br_cfg)
                    2'b00: new_baud <= BAUD_4800;
                    2'b10: new_baud <= BAUD_19200;
                    2'b11: new_baud <= BAUD_38400;
                    default: new_baud <= BAUD_9600;
                endcase
            end else if (start_sending_baud_hi) begin
                inout_data <= new_baud[15:8];
                ioaddr <= 2'b11;
            end else if (start_sending_baud_lo) begin
                inout_data <= new_baud[7:0];
                ioaddr <= 2'b10;
            end else if (start_receiving) begin
                inout_data <= databus;
            end else if (start_transmitting) begin
                inout_data <= held_data;
            end else if (receiving) begin
                ioaddr <= 2'b00;
                iorw_reg <=1;
            end else if (transmitting) begin
                ioaddr <= 2'b00;
                iorw_reg <= 0;
            end else begin
                ioaddr <= 2'b01;
            end
            state <= nxt_state;
        end
    end
    assign databus = (state == IDLE || state == RECV) ? 8'bzz : inout_data;
    always @(*) begin
        nxt_state = IDLE;
        update_baud = 0;
        start_sending_baud_hi = 0;
        start_sending_baud_lo = 0;
        start_receiving = 0;
        receiving = 0;
        start_transmitting = 0;
        transmitting = 0;
        case (state)
            IDLE: begin
                if (old_br_cfg[2] || br_cfg != old_br_cfg[1:0]) begin
                    update_baud = 1;
                    nxt_state = BAUDHI;
                end else if (rda) begin
                    start_receiving = 1;
                    nxt_state = RECV;
                end
            end
            BAUDHI: begin
                start_sending_baud_hi = 1;
                nxt_state = BAUDLO;
            end
            BAUDLO: begin
                start_sending_baud_lo = 1;
                nxt_state = IDLE;
            end
            RECV: begin
                nxt_state = RECV;
                receiving = 1;
                if (tbr) begin
                    held_data = databus;
                    start_transmitting = 1;
                    nxt_state = TRANS;
                end
            end
            TRANS: begin
                nxt_state = TRANS;
                transmitting = 1;
                if (tbr) begin
                    nxt_state = IDLE;
                end
            end
            default: begin
            end
        endcase
    end
endmodule
module lab1_spart(
    input               CLOCK_50,
    input               CLOCK2_50,
    input               CLOCK3_50,
    input               CLOCK4_50,
    output reg   [6:0]  HEX0,
    output reg   [6:0]  HEX1,
    output reg   [6:0]  HEX2,
    output reg   [6:0]  HEX3,
    output reg   [6:0]  HEX4,
    output reg   [6:0]  HEX5,
    input        [3:0]  KEY,
    output		   [9:0]		LEDR,
    input        [9:0]  SW,
    inout       [35:0]  GPIO
);
wire txd;
wire rxd;
wire iocs;
wire iorw;
wire rda;
wire tbr;
wire [1:0] ioaddr;
wire [7:0] databus;
wire [1:0] br_cfg;
wire rst = ~KEY[0];
assign LEDR = {~rxd,~txd,7'b0,rst};
assign GPIO[3] = txd;
assign rxd = GPIO[5];
assign br_cfg = SW[9:8];
spart spart0(   .clk(CLOCK_50),
                .rst(rst),
                .iocs(iocs),
                .iorw(iorw),
                .rda(rda),
                .tbr(tbr),
                .ioaddr(ioaddr),
                .databus(databus),
                .txd(txd),
                .rxd(rxd)
            );
driver driver0( .clk(CLOCK_50),
                .rst(rst),
                .iocs(iocs),
                .iorw(iorw),
                .rda(rda),
                .tbr(tbr),
                .ioaddr(ioaddr),
                .databus(databus)
            );
always@(*) begin
	case (br_cfg)
        2'b00 : begin  
            HEX5 = 7'b1111111;
            HEX4 = 7'b1111111;
            HEX3 = 7'b0011001;  
            HEX2 = 7'b0000000;  
            HEX1 = 7'b1000000;  
            HEX0 = 7'b1000000;  
        end
		2'b01 : begin  
            HEX5 = 7'b1111111;
            HEX4 = 7'b1111111;
            HEX3 = 7'b0010000;  
            HEX2 = 7'b0000010;  
            HEX1 = 7'b1000000;  
            HEX0 = 7'b1000000;  
        end
        2'b10 : begin  
            HEX5 = 7'b1111111;
            HEX4 = 7'b1111001;  
            HEX3 = 7'b0010000;  
            HEX2 = 7'b0100100;  
            HEX1 = 7'b1000000;  
            HEX0 = 7'b1000000;  
        end
        2'b11 : begin  
            HEX5 = 7'b1111111;
            HEX4 = 7'b0110000;  
            HEX3 = 7'b0000000;  
            HEX2 = 7'b0011001;  
            HEX1 = 7'b1000000;  
            HEX0 = 7'b1000000;  
        end
        default : begin
            HEX5 = 7'b1111111;
            HEX4 = 7'b1111111;
            HEX3 = 7'b1111111;
            HEX2 = 7'b1111111;
            HEX1 = 7'b1111111;
            HEX0 = 7'b1111111;
        end
    endcase
end
endmodule
module spart(  
    input clk,
    input rst,
    input iocs,
    input iorw,
    output rda,
    output tbr,
    input [1:0] ioaddr,
    inout [7:0] databus,
    output txd,
    input rxd
);
wire [7:0] rate_tx_data;   
wire [7:0] data_received;
bus_interface bus_interface0(  
    .iocs(iocs),
    .iorw(iorw),
    .rda(rda),
    .tbr(tbr),
    .ioaddr(ioaddr),
    .databus(databus),
    .rate_tx_data(rate_tx_data),
    .data_received(data_received)
);
baud_rate_generator baud_rate_generator0(  
    .clk(clk),
    .rst(rst),  
    .iocs(iocs),
    .ioaddr(ioaddr),
    .rate_tx_data(rate_tx_data),
    .enable(enable)
);
spart_transmitter transmit_unit0(  
    .clk(clk),
    .rst(rst),
    .iocs(iocs),
    .iorw(iorw),
    .tbr(tbr),
    .ioaddr(ioaddr),
    .txd(txd),
    .rate_tx_data(rate_tx_data),
    .enable(enable)
);
spart_receiver receive_unit0(  
    .clk(clk),
    .rst(rst),
    .iocs(iocs),
    .iorw(iorw),
    .rda(rda),
    .ioaddr(ioaddr),
    .rxd(rxd),
    .data_received(data_received),
    .enable(enable)
);
endmodule
module spart_receiver(
    input clk,
    input rst,
    input iocs,
    input iorw,
    output reg rda,
    input [1:0] ioaddr,
    input rxd,
    output reg [7:0] data_received,
    input enable
);
    reg [9:0] shift_reg;   
    reg [3:0] bit_cnt;     
    reg load, shift, set_rda;
    localparam IDLE = 2'b00, RECEIVE = 2'b01, DONE = 2'b10;
    reg [1:0] state, nxt_state;
    always @(posedge clk) begin
        if (load) begin
            bit_cnt <= 9;
        end 
        else if (shift) begin
            bit_cnt <= bit_cnt - 1;
            shift_reg <= {rxd, shift_reg[9:1]};
        end 
        else if (set_rda) begin
            data_received <= shift_reg[8:1];
        end
    end
    always @(posedge clk or posedge rst) begin
        if (rst) begin
            state <= IDLE;
            rda <= 1'b0;
        end 
        else begin
            state <= nxt_state;
            rda <= set_rda;
        end
    end
    always @(*) begin
        nxt_state = state;
        load = 1'b0;
        shift = 1'b0;
        set_rda = 1'b0;
        case (state)
            IDLE: begin
                if (ioaddr == 2'b00 && iorw && !rxd) begin
                    load = 1'b1;
                    nxt_state = RECEIVE;
                end
            end
            RECEIVE: begin
                if (enable) begin
                    shift = 1'b1;
                    if (bit_cnt == 0) begin
                        nxt_state = DONE;
                    end
                end
            end
            DONE: begin
                set_rda = 1'b1;
                nxt_state = DONE;
                if (ioaddr == 2'b00 && !iorw) begin
                    nxt_state = IDLE;
                end
            end
        endcase
    end
endmodule
module spart_transmitter(
    input clk,
    input rst,
    input iocs,
    input iorw,
    output reg tbr,
    input [1:0] ioaddr,
    output txd,
    input [7:0] rate_tx_data,
    input enable
);
    reg [9:0] shift_reg;
    reg [3:0] bit_cnt;
    reg load, shift, set_tbr;
    localparam IDLE = 1'b0, TRANS = 1'b1;
    reg state, nxt_state;
    assign txd = shift_reg[0];
    always @(posedge clk or posedge rst) begin
        if (rst) begin
            state <= IDLE;
            tbr <= 1'b0;
        end 
        else begin
            state <= nxt_state;
            tbr <= set_tbr;
        end
    end
    always @(*) begin
        nxt_state = state;
        load = 1'b0;
        shift = 1'b0;
        set_tbr = 1'b0;
        case (state)
            IDLE: begin
                if (ioaddr == 2'b00 && !iorw) begin  
                    load = 1'b1;
                    nxt_state = TRANS;
                end 
                else begin
                    set_tbr = 1'b1;  
                end
            end
            TRANS: begin
                if (enable) begin
                    shift = 1'b1;
                    if (bit_cnt == 0) begin
                        nxt_state = IDLE;
                    end
                end
            end
        endcase
    end
    always @(posedge clk) begin
        if (load) begin
            shift_reg <= {1'b1, rate_tx_data, 1'b0};
            bit_cnt <= 9;
        end 
        else if (set_tbr) begin
            shift_reg[0] <= 1'b1;
        end 
        else if (shift) begin
            shift_reg <= {1'b1, shift_reg[9:1]}; 
            bit_cnt <= bit_cnt - 1;
        end
    end
endmodule
```
**run.sh**
```bash
#!/bin/bash
# OpenROAD 26Q1-2900-gdf79404cd8, Yosys 0.63+post, stock flow scripts
make -C /OpenROAD-flow-scripts/flow DESIGN_CONFIG=/design/flow/config.mk WORK_HOME=/design/flow/orfs finish
```
==> metrics.yaml <==
status:
  stop_error: "ERROR: Found 5 problems in 'check -assert'."
  flow.stopped_at: "synthesis (1_2_yosys)"
  result_of_the_run: "stopped before the end"
logic_synthesis:
  flip_flops_with_a_built_in_enable: 33
  synth-warning-count: 9
  yosys.area.top_type_share_pct: 20.1
  main_area_contributors: "edfxtp_1 20%, dfxtp_1 19%, buf_4 7.2%"
  synth_cell_types: 68
  ys_cells: 552
  dominantRegCellSynth: "dfxtp_1"
  yosys-stat-area_sq_um: 4930
  synthArstFlopShare_pct: 6.59
  ys_ff: 91
  synth_area_leader_cell: "edfxtp_1"
Yosys cell counts, drive strengths merged, types with 2 or more instances:
library cell / instances
dlxtn: 5
o211ai: 6
a22oi: 3
nor3: 20
nor2: 55
clkbuf: 17
a31oi: 8
xnor2: 28
edfxtp: 33
and4b: 2
nand3: 8
nor2b: 8
or2: 4
inv: 22
a21oi: 35
nand2: 61
and3: 8
a211oi: 5
nand2b: 11
conb: 2
a2111oi: 2
and2: 5
xor2: 10
nor3b: 3
o21ai: 22
a2bb2oi: 2
dfrtp: 5
o22ai: 2
ha: 7
o31ai: 2
or3: 2
or4: 3
nor4: 9
mux2i: 6
buf: 60
dfxtp: 47
o31a: 3
kinds of logic after synthesis:
logic type,after synthesis,synth area share (%)
flip-flops,86,42.2
buffers and inverters,100,11.6
latches,5,1.52
other,2,0.152
AND-OR/OR-AND,104,13.8
AND/OR/NAND/NOR,204,20.4
multiplexers,6,1.72
XOR/XNOR,38,6.75
adder cells (fa/ha/maj),7,1.78
